`./design.v`:
```
module spcl_regs ( clk1, clk4, resetn, aluz, alu_cout, skip,
                   w_we, status_c_we, status_z_we,
						 tris_we, f_we, aluout, romdata,
						 fsel, fin, port_int_a, port_int_b, 
						 port_int_c, trisa, trisb, trisc,
						 status, w, fsr, inst );
input clk1, clk4, resetn, aluz, alu_cout, skip,
      w_we, status_c_we, status_z_we,
		tris_we, f_we ;
reg[11:0] inst_in;
input [7:0] aluout;
input [11:0] romdata;
input [4:0] fsel;
input [7:0] fin;
output  [7:0] port_int_a;
output [7:0] port_int_b;
output [7:0] port_int_c;
output  [7:0] trisa;
output [7:0] trisb;
output [7:0] trisc;
output [7:0] status;
output [7:0] w;
output [7:0] fsr;
output [11:0] inst;
reg [7:0] port_int_a, port_int_b, port_int_c;
reg [7:0]  port_en_b, port_en_c; 
reg [7:0]  trisa, trisb, trisc;
reg [7:0] status;
reg [7:0] w;
reg [11:0] inst;
wire [7:0] status_in;
wire special_we;
wire  reset = ~resetn;
wire       regfile_fsel;   
reg [ 7:0]  fsr;
assign regfile_fsel = fsel[4] | fsel[3] ;
assign special_we = f_we & ~regfile_fsel;
always @(posedge clk4 or posedge reset)
begin
  if (reset)  begin
  trisa = 8'b11111111;
  trisb = 8'b11111111;
  trisc = 8'b11111111;
  end
  else 
    begin
      if(tris_we == 1'b1 &&  fsel[2:0] == 3'd5)
      trisa = aluout;
	  if(tris_we == 1'b1 &&  fsel[2:0] == 3'd6)
      trisb = aluout;
	  if(tris_we == 1'b1 &&  fsel[2:0] == 3'd7)
      trisc = aluout;
    end
end
always@(posedge clk4 or posedge reset)
begin
  if(reset)
    port_int_a = 8'b00000000;
  else if(f_we == 1'b1 && fsel[2:0] == 3'd5) 
   begin
      port_int_a = aluout;
   end
end
always@(posedge clk4 or posedge reset)
begin
  if(reset)
    port_int_b = 8'b00000000;
  else if(port_en_b) 
   begin
      port_int_b = aluout;
   end
end
always@(posedge clk4 or posedge reset)
begin
  if(reset)
    port_int_c = 8'b00000000;
  else if(port_en_c) 
   begin
      port_int_c = aluout;
   end
end
always @(special_we or fsel[2:0]) begin
   if (special_we == 1'b1 && fsel[2:0] == 3'd6) begin
      port_en_b <= 1'b1;
   end
   else begin
      port_en_b <= 1'b0;
   end   
end
always @(special_we or fsel[2:0]) begin
   if (special_we == 1'b1 && fsel[2:0] == 3'd7) begin
      port_en_c <= 1'b1;
   end
   else begin
      port_en_c <= 1'b0;
   end   
end
always@(posedge clk4 or posedge reset)
begin
  if(reset)
     begin
          status = 8'b00000000;
	 end
  else
      begin
           status = status_in;
	  end
end
assign status_in[7:3] = (fsel[1:0] == 2'd3) ? aluout[7:3] : status[7:3];
assign status_in[1]   = status_z_we | aluz;
assign status_in[2]   = (status_z_we & aluz) |         
                        (~status_z_we & status[2]);    
assign status_in[0]   = (status_c_we & alu_cout) |      
                        (~status_c_we & status[0]);    
always@(posedge clk4 or posedge reset)
begin
  if(reset)
    w = 8'b00000000;
  else if(w_we) 
   begin
      w = aluout;
   end
end
always@(posedge clk4 or posedge reset)
begin
  if(reset)
    fsr = 8'b00000000;
  else if(f_we == 1'b1 && fsel == 5'b00100 ) 
   begin
      fsr = fin;
   end
end
always@(posedge clk1 or posedge reset)
begin
 if(reset == 1'b1)
   inst = 12'b000000000000;
 else 
   inst = inst_in;
end
always @(skip or romdata) begin
   if (skip == 1'b1) 
      inst_in <= 12'b000000000000;
   else
      inst_in <= romdata;
end
endmodule
```
`./run.sh`:
```
#!/bin/bash
# OpenROAD 26Q1-2900-gdf79404cd8, Yosys 0.63+post, stock flow scripts
make -C /OpenROAD-flow-scripts/flow DESIGN_CONFIG=/design/flow/config.mk WORK_HOME=/design/flow/orfs finish
```
`./config.mk`:
```
export PLATFORM = sky130hd
export DESIGN_NAME = spcl_regs
export DESIGN_NICKNAME = spcl_regs
export VERILOG_FILES = /design/flow/design.v
export SDC_FILE = /design/flow/constraint.sdc
export NUM_CORES = 4
export LEC_CHECK = 1
export CORE_UTILIZATION = 50
```
`./constraint.sdc`:
```
current_design spcl_regs

set clk_period 1.1
set clk_io_pct 0.2

create_clock -name clk0 -period $clk_period [get_ports {clk1}]
create_clock -name clk1 -period $clk_period [get_ports {clk4}]

set non_clock_inputs [all_inputs -no_clocks]
set_input_delay [expr $clk_period * $clk_io_pct] -clock clk0 $non_clock_inputs
set_output_delay [expr $clk_period * $clk_io_pct] -clock clk0 [all_outputs]
```
==> impl_metrics.tcl <==
# metrics dict for downstream scripts
set metrics [dict create \
    status "finished, violations left" \
    violations "negative setup slack" \
    synth_seq_share_pct 67.9 \
    path_cells "buf_6" \
    synthDistinctLibCells 15 \
    cpPeakStageDelay_ns 0.56 \
    dr.pass1.iters 4 \
    mostFrequentLayoutCells "70 x buf_2, 60 x mux2_2, 60 x dfrtp_1" \
    die_x_um 81.3 \
    tightest_slew_ns 0.294 \
    dp_hpwl_um 4880 \
    synth_area_um2 3140 \
    setup_viol_count_final 24 \
    powerDensity_nw_per_um2 1680 \
    area_growth_pct 47.9 \
    endpoint_kind "output port" \
    coreArea_um2 5990 \
    fin_area_um2 4650 \
    ys_ff 84 \
    slew_violations 0 \
    lay_top_count "buf_2" \
    route.detailed.drc 0 \
    drive_above_1_share_pct 63.0 \
    slowest_stage "dfstp_2" \
    vdd_drop_max_v 0.00105 \
    crit_required_ns 0.88 \
    skew_ns 0 \
    p_leak_nw 2.24 \
    vias 2117 \
    yosysWarningCount 1 \
    grt_first_pass_wirelength_um 10900 \
    io_pins 128 \
    hold_class "primary input to async pin" \
    power_w 0.00781 \
    drtIter0Drc 28 \
    fp_util_pct 52.4 \
    avgSynthCellArea_um2 17.2 \
    slew_headroom_pct 80.4 \
    yosys_area_um2 3140 \
    via_per_inst 5.03 \
    clk_pin_slew_ns 0.08 \
    grt_max_degree 47 \
    setup_slack_ns -0.115 \
    die_y_um 81.3 \
    cap_viol_max_count 0 \
    fp-row-count 28 \
    die_area_um2 6600 \
    grt_usage_pct 23.6 \
    wl_per_cell_um 16.8 \
    cts_sinks 84 \
    yosysCellCount 183 \
    antenna_left 0 \
    cp_top_family "flip-flops" \
    worst_setup_path_start_kind "flip-flop" \
    grt_overflow 0 \
    cts_tree "built" \
    crit_buf_inv 1 \
    path_class "flip-flop to output port" \
    dpl-instance-area_um2 4620 \
    routed_wirelength_um 7090 \
    worstPathMaxFanout 2 \
    grt_pass1_vias 2130 \
    portBuffers 126 \
    warnings 30 \
    place.gp.congestion 0.895 \
    crit_arrival_ns 0.99 \
    syn_inst 183 \
    rsz0062_at_grt "yes" \
    hold_violations 0 \
    antenna_found_initial 0 \
    antenna_cells_inserted 0 \
]
==> synthesized netlist by cell type, drive strengths merged <==
| cell | n | area, um2 |
|---|---|---|
| dfrtp | 60 | 1500 |
| and2b | 2 | 17.5 |
| nand2 | 3 | 16.3 |
| nor2b | 12 | 75.1 |
| nand4 | 1 | 12.5 |
| and4bb | 1 | 16.3 |
| dfstp | 24 | 631 |
| or2 | 1 | 6.26 |
| buf | 1 | 7.51 |
| mux2 | 71 | 800 |
| nand3 | 4 | 47.6 |
| nor2 | 1 | 3.75 |
| clkbuf | 2 | 7.51 |
==> timing repair <==
item | CTS | global route
pin swaps | 4 | 3
gates resized | 254 | 5
endpoints found under the setup margin | 145 | 51
setup buffers | 5 | 3
endpoints found under the hold margin | 55 | 0
cloned | 0 | 0
hold buffers | 1 | 0
==> area by class of cell <==
class                      instances  area [um2]
sequential                        84        2130
clock buffer                      14         183
clock inverter                     5        56.3
tap                               75        93.8
timing repair buffer             147        1090
multi-input combinational         96        1090
fill                             376        1340
==> layer usage <==
metal | vias to the layer above | global-route usage (%) | wire length, um
met2 | 89 | 35.6 | 3360
met5 | - | 0 | 0
met4 | 0 | 4.82 | 108
met3 | 11 | 7.41 | 601
met1 | 1057 | 35.6 | 3020
li1 | 960 | - | -
==> flip-flops by register name, summed over array words and instances, names as in the netlist, named ones only <==
register,cells
status,6
port_int_b,8
w,8
port_int_c,8
fsr,8
trisb,8
trisc,8
inst,12
trisa,8
port_int_a,8
==> kinds of logic (layout without fill, tap and decap cells) <==
kind of cell	Yosys count	after routing	share of synthesized area, %
mux	71	71	25.4
simple gates	25	25	6.21
buf+inv	3	166	0.478
flops	84	84	67.9
==> through the flow <==
| stage | hold WS [ns] | setup TNS (ns) | util (%) | cells | setup slack [ns] |
|---|---|---|---|---|---|
| floorplan | -0.0756 | -0.223 | - | 183 | -0.0504 |
| global placement | 0.0278 | -33.54 | 77.1 | 393 | -0.570 |
| detailed placement | 0.0264 | -35.03 | 77.1 | 393 | -0.595 |
| CTS | 0.218 | -2.16 | 76.9 | 418 | -0.121 |
| global route | 0.226 | -2.63 | 77.6 | 421 | -0.156 |
| finish | 0.239 | -1.64 | 77.6 | 421 | -0.115 |
==> final timing paths <==
path                               startpoint            end  slack [ns]  cells after the start
worst min-delay path                   resetn      async pin        0.24                      2
max in group clk1                        f_we  port_int_b[5]        0.03                      5
min in group clk0                 romdata[10]       inst[10]        0.54                      2
min in group clk1                        aluz      status[1]        0.50                      2
worst min register to register         fsr[4]         fsr[4]        0.50                      1
worst max register to register  port_int_a[5]  port_int_a[5]        0.23                      2
max in group asynchronous              resetn        inst[8]        0.33                      3
worst max-delay path                 trisc[6]       trisc[6]       -0.11                      1
==> power breakdown <==
group,leakage (nW),switching (W),internal [W]
sequential,0.996,0.000245,0.00375
clock,0.121,0.00105,0.00134
combinational,1.12,0.000415,0.00100
total,2.24,0.00171,0.00609
No activity file was given, so power comes from the tool's default toggle rates.

[flow/config.mk]
export PLATFORM = sky130hd
export DESIGN_NAME = prgm_cntr
export DESIGN_NICKNAME = prgm_cntr
export VERILOG_FILES = /design/flow/design.v
export SDC_FILE = /design/flow/constraint.sdc
export NUM_CORES = 4
export LEC_CHECK = 1
export CORE_UTILIZATION = 30
[flow/constraint.sdc]
current_design prgm_cntr

set clk_period 3.6
set clk_io_pct 0.2

create_clock -name clk0 -period $clk_period [get_ports {clk4}]

set non_clock_inputs [all_inputs -no_clocks]
set_input_delay [expr $clk_period * $clk_io_pct] -clock clk0 $non_clock_inputs
set_output_delay [expr $clk_period * $clk_io_pct] -clock clk0 [all_outputs]
[flow/design.v]
module prgm_cntr ( clk4, resetn, f_we, longk, fsel,
                   opcode_goto, opcode_call, opcode_retlw,
				   aluout, pc );
input clk4, resetn;
input f_we;
input [8:0] longk;
input [4:0] fsel;
input [7:0] aluout;
input opcode_goto, opcode_call, opcode_retlw;
output [10:0] pc;
parameter SDEPTH_ZERO  = 3'd0;
parameter SDEPTH_ONE   = 3'd1;
parameter SDEPTH_TWO   = 3'd2;
parameter SDEPTH_THREE = 3'd3;
parameter SDEPTH_FOUR  = 3'd4;
parameter SDEPTH_FIVE  = 3'd5;
parameter SDEPTH_SIX   = 3'd6;
reg [2:0] c_stacklevel, n_stacklevel;
reg [10:0] stack[0:6];
reg [10:0] stack_r[0:6];
reg [10:0] pc;
reg [10:0] stack2_r, stack2;
integer i, j;
always @(posedge clk4 or negedge resetn)
begin
  if (!resetn)
    pc <= 0;
  else begin
    if (opcode_goto)
	  pc[8:0] <= longk;
	else if (opcode_call)
	  pc[7:0] <= longk[7:0];
	else if (opcode_retlw)
	  pc <= stack2;
	else if (f_we && fsel == 5'd2)
	  pc[7:0] <= aluout;
	else
	  pc <= pc + 1;
  end
end
always @(posedge clk4 or negedge resetn)
begin
  if (!resetn) begin
    c_stacklevel <= SDEPTH_ZERO;
	stack2_r <= 0;
	 for (i = 0; i < 7; i = i+1)
	   stack_r[i] = 0;
  end
  else begin
    c_stacklevel <= n_stacklevel;
    stack2_r <= stack2;
    for (i = 0; i < 7; i = i+1)
	  stack_r[i] = stack[i];
  end
end
always @(n_stacklevel or c_stacklevel or stack_r[0] or stack2_r
         or opcode_goto or opcode_retlw or opcode_call)
begin
  n_stacklevel <= c_stacklevel;
  stack2 <= stack2_r;
  for (j = 0; j < 7; j = j+1)
    stack[j] <= stack_r[j];
  case (c_stacklevel)
  SDEPTH_ZERO : begin
    if (opcode_call) begin
	  stack[SDEPTH_ZERO] <= stack2_r + 1;
	  n_stacklevel <= SDEPTH_ONE;
	end
	else if (opcode_retlw) begin
	  stack2 <= stack_r[SDEPTH_ZERO];
	  n_stacklevel <= SDEPTH_ZERO;
	end
   end
  SDEPTH_ONE : begin
    if (opcode_call) begin
	  stack[SDEPTH_ONE] <= stack2_r + 1;
	  n_stacklevel <= SDEPTH_TWO;
	end
	else if (opcode_retlw) begin
	  stack2 <= stack_r[SDEPTH_ONE];
	  n_stacklevel <= SDEPTH_ZERO;
	end
   end
  SDEPTH_TWO : begin
    if (opcode_call) begin
	  stack[SDEPTH_TWO] <= stack2_r + 1;
	  n_stacklevel <= SDEPTH_THREE;
	end
	else if (opcode_retlw) begin
	  stack2 <= stack_r[SDEPTH_TWO];
	  n_stacklevel <= SDEPTH_ONE;
	end
   end
  SDEPTH_THREE : begin
    if (opcode_call) begin
	  stack[SDEPTH_THREE] <= stack2_r + 1;
	  n_stacklevel <= SDEPTH_FOUR;
	end
	else if (opcode_retlw) begin
	  stack2 <= stack_r[SDEPTH_THREE];
	  n_stacklevel <= SDEPTH_TWO;
	end
   end
  SDEPTH_FOUR : begin
    if (opcode_call) begin
	  stack[SDEPTH_FOUR] <= stack2_r + 1;
	  n_stacklevel <= SDEPTH_FIVE;
	end
	else if (opcode_retlw) begin
	  stack2 <= stack_r[SDEPTH_FOUR];
	  n_stacklevel <= SDEPTH_THREE;
	end
   end  SDEPTH_FIVE : begin
    if (opcode_call) begin
	  stack[SDEPTH_FIVE] <= stack2_r + 1;
	  n_stacklevel <= SDEPTH_SIX;
	end
	else if (opcode_retlw) begin
	  stack2 <= stack_r[SDEPTH_FIVE];
	  n_stacklevel <= SDEPTH_FOUR;
	end
   end
  SDEPTH_SIX : begin
    if (opcode_call) begin
	  stack[SDEPTH_SIX] <= stack2_r + 1;
	  n_stacklevel <= SDEPTH_SIX;
	end
	else if (opcode_retlw) begin
	  stack2 <= stack_r[SDEPTH_SIX];
	  n_stacklevel <= SDEPTH_FIVE;
	end
   end
   default: n_stacklevel <= SDEPTH_ZERO;
  endcase
end
endmodule
[flow/run.sh]
#!/bin/bash
# OpenROAD 26Q1-2900-gdf79404cd8, Yosys 0.63+post, stock flow scripts
make -C /OpenROAD-flow-scripts/flow DESIGN_CONFIG=/design/flow/config.mk WORK_HOME=/design/flow/orfs finish
==> changes_impl.md <==
### Implementation results

- Die X: 129 um
- Max stage delay on crit path: 0.44 ns
- Die Span Y: 129 um
- First-pass GRT wire length: 20.7 mm
- Cell area after layout: 5740 sq um
- P&R area growth vs syn: 19.1%
- WP data arrival: 2.68 ns
- Syn Std Cell Area: 4810 sq um
- Max Freq: 408 MHz
- Combinational Area: 2040 sq um
- Io pins: 39
- Routed Wire Length: 12.6 mm
- Vias: 3794
- DRC viols: 0
- Critical path's slowest cell: a21oi_4
- Ys cells: 473
- Antenna cells: 0
- Hold buffer count at CTS: 0
- Slew Limit Fails: 0
- Placed cell areas: 5450 sq um
- Ratio of cells with drive above 1 in the final layout: 0.0705
- Worst relative slew slack: 0.475
- Post-DRT Antenna Nets: 0
- CTS tree: yes
- Distinct lib cells: 49
- Initial antenna violation count: 0
- Mapped Avg Cell Area: 10.2 sq um
- Largest net degree at the start of global routing: 53
- YS warnings: 3
- Worst vdd ir: 0.230 mV
- Most common reg cell: dfrtp_1
- Crit path kind: input port to flip-flop
- Via density: 5.25
- Setup Viol. Count Final: 0
- Iteration-0 DRC Markers: 250
- Root buf cell: clkbuf_16
- Register area: 2650 sq um
- # port buffers: 38
- Flop2flop setup slack: 1.26 ns
- Row cnt: 45
- Die footprint: 16600 sq um
- Yosys synthesis chip area: 4810 sq um
- Delay-heaviest family, CP: AND-OR/OR-AND gates
- Maxcap violations: 0
- Number of enable flip-flop cells: 0
- DR pass1 iterations: 4
- CTS Buf Count: 9
- Sequential element share of the synthesized area: 0.551
- Setup TNS: 0 ns
- Post-CTS Setup Inserts: 0
- Floorplan core density: 0.312
- Crit Reg-Reg Endpoint: pc[0]$_DFF_PN0_
- Clock transition at the registers of the reported paths: 0.06 ns
- RSZ-0062 raised after global routing: no
- Core area: 15400 sq um
- Clock sink total: 106
- Log Warnings: 25
- CTS resizes: 0
- Total GRT Usage: 0.168
- GP Congestion: 0.839
- Buf/Inv on CP: 2
- Crit end category: flip-flop
- CP Max Fanout: 19
- Lkg Pwr: 2.39 nW
- Worst hold path class: input port to asynchronous set/reset pin
- Clock skew: 0.00833 ns
- Post-DP HPWL: 8.34 mm
- Reg2Reg Depth: 4
- Worst reg2reg startpoint: c_stacklevel[6]$_DFF_PN0_
- Outcome: finished clean
- Fin crit period: 2.45 ns
- Post-synth ARST share: 1.00
- Clk latency of the worst-skew pair: 0.35 ns
- Crit-path cells: clkdlybuf4s50_1, buf_4, nand2b_1, a21oi_4, mux2_4, a221o_1
- Req. time, crit path: 3.83 ns
- CTS max path bufs: 2
- Hold Violations, Final: 0
- Vias in the first global route: 3778
- Mapped Cells: 473
- WL per Instance: 17.4 um
- Post-route clock period utilization: 0.680
- Worst slew pin tran: 0.786 ns
- Startpoint Class: input port
- Synth Register Bits: 106
- GRT Residual Overflow: 0
- Htree depth: 3
- Fillcell total: 1505
- P per Cell Area: 408 nW/um^2
-- report_power, final --
| part | internal [W] | switching (W) | leakage, nW | total (W) |
|---|---|---|---|---|
| Clock | 0.000537 | 0.000427 | 0.132 | 0.000964 |
| Combinational | 0.0000777 | 0.0000715 | 0.809 | 0.000149 |
| Sequential | 0.00121 | 0.0000216 | 1.45 | 0.00123 |
| Total | 0.00182 | 0.000520 | 2.39 | 0.00234 |
-- sequential cells by signal (all words and copies together) (netlist names) --
register	count
stack2_r	11
stack_r	77
pc	11
c_stacklevel	7
-- worst max-delay path by stage --
stage	startpoint	end	slack, ns	cells after the start
CTS	opcode_call	pc[0]$_DFF_PN0_	1.17	6
global route	opcode_call	pc[0]$_DFF_PN0_	1.04	6
finish	opcode_call	pc[0]$_DFF_PN0_	1.15	6
-- final cells by class --
cell class	instances	share of cell area
Inverter	5	0.00327
Multi-Input combinational cell	334	0.355
Clock inverter	4	0.00938
Clock buffer	11	0.0406
Sequential cell	106	0.463
Tap cell	211	0.0460
Timing Repair Buffer	51	0.0829
-- Yosys cell counts (all sizes together) (2+ instances only) --
master,instances,area [sq um]
dfrtp,105,2630
nand2,85,319
o21ai,79,395
clkbuf,27,101
a22oi,20,150
nand3,18,90.1
a21oi,13,76.3
mux2,12,146
nor2,12,45.0
a222oi,11,110
mux2i,9,90.1
xor2,9,78.8
and3,8,50.1
nand4,7,43.8
a221o,6,60.1
inv,5,18.8
and2,4,25.0
or3,4,25.0
nor4b,3,32.5
o21a,3,22.5
xnor2,3,26.3
a2111oi,2,17.5
a21boi,2,15.0
a221oi,2,17.5
a31oi,2,12.5
ha,2,25.0
nand3b,2,15.0
nor3,2,15.0
o221ai,2,17.5
-- placed cells by master (no fill, tap or decap), drive strengths merged, types with 12 or more instances in the layout --
cell	netlist	final
buf	1	14
nor2	12	12
mux2	12	12
a21oi	13	13
dfrtp	105	105
nand3	18	18
clkdlybuf4s50	0	37
o21ai	79	79
nand2	85	85
a22oi	20	20
-- logic make-up after synthesis --
| kind of cell | Yosys count | synth area share |
|---|---|---|
| flops | 106 | 0.551 |
| buf+inv | 33 | 0.0257 |
| fa+ha+maj | 2 | 0.00520 |
| simple gates | 151 | 0.149 |
| mux | 21 | 0.0491 |
| xor+xnor | 12 | 0.0218 |
| compound gates | 148 | 0.198 |
-- metal layers --
metal	track usage	part of all wire	wire length (um)	vias to the layer above
li1	-	-	-	1805
met1	0.249	0.46	5840	1838
met2	0.257	0.44	5540	129
met3	0.0466	0.078	982	22
met4	0.0256	0.016	203	0
met5	0	0	0	-
-- per-stage QoR --
| stage | std cells | setup WS [ns] | hold WS (ns) | power (W) | util |
|---|---|---|---|---|---|
| 3_3_place_gp | 707 | 0.867 | 0.466 | 0.00140 | 0.353 |
| 6_report | 722 | 1.15 | 0.399 | 0.00234 | 0.372 |
| 5_1_grt | 722 | 1.04 | 0.453 | 0.00244 | 0.372 |
| 4_1_cts | 722 | 1.17 | 0.431 | 0.00236 | 0.372 |
| 2_1_floorplan | 473 | 1.48 | 0.424 | 0.00130 | - |
| 3_5_place_dp | 707 | 0.825 | 0.477 | 0.00140 | 0.353 |
Power is estimated from default activity; no workload was simulated.
